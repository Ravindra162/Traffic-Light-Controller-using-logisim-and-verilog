==> design/flow/design.v <==
`timescale 1ns / 1ps
module Traffic
(
  input [4:0] nsCounter,
  input [3:0] ewCounter,
  input [1:0] yellowCounter,
  input NS_VEHICLE_DETECT,
  input EW_VEHICLE_DETECT,
  output reg NS_RED,
  output reg NS_YELLOW,
  output reg NS_GREEN,
  output reg EW_RED,
  output reg EW_YELLOW,
  output reg EW_GREEN
);
  initial begin
    NS_RED <= 0;
    NS_YELLOW <= 0;
    NS_GREEN <= 1;
    EW_RED <= 1;
    EW_YELLOW <= 0;
    EW_GREEN <= 0;
  end
  always @ (nsCounter) begin
    if (nsCounter == 31 & EW_VEHICLE_DETECT & NS_GREEN) begin
       NS_RED <= 0;
       NS_YELLOW <= 1;
       NS_GREEN <= 0;
       EW_RED <= 1;
       EW_YELLOW <= 0;
       EW_GREEN <= 0;
    end
  end
  always @ (ewCounter) begin
    if (ewCounter == 15 & EW_GREEN) begin
       NS_RED <= 1;
       NS_YELLOW <= 0;
       NS_GREEN <= 0;
       EW_RED <= 0;
       EW_YELLOW <= 1;
       EW_GREEN <= 0;
    end
  end
  always @ (yellowCounter) begin
    if (yellowCounter == 3 & NS_YELLOW) begin
       NS_RED <= 1;
       NS_YELLOW <= 0;
       NS_GREEN <= 0;
       EW_RED <= 0;
       EW_YELLOW <= 0;
       EW_GREEN <= 1;
    end
    if (yellowCounter == 3 & EW_YELLOW) begin
       NS_RED <= 0;
       NS_YELLOW <= 0;
       NS_GREEN <= 1;
       EW_RED <= 1;
       EW_YELLOW <= 0;
       EW_GREEN <= 0;
    end
  end
endmodule
module nsCounter
(
    input clk,
    output [4:0] count
);
  wire clk;
  reg[4:0] count;
  initial
    	count = 0;
  always @ ( negedge clk )
    		count[0] <= ~count[0];
  always @ ( negedge count[0] )
    		count[1] <= ~count[1];
  always @ ( negedge count[1] )
    		count[2] <= ~count[2];
  always @ ( negedge count[2] )
    		count[3] <= ~count[3];
  always @ ( negedge count[3] )
    		count[4] <= ~count[4];
endmodule
module ewCounter
(
    input clk,
    output [3:0] count
);
  wire clk;
  reg[3:0] count;
  initial
    	count = 0;
  always @ ( negedge clk )
    		count[0] <= ~count[0];
  always @ ( negedge count[0] )
    		count[1] <= ~count[1];
  always @ ( negedge count[1] )
    		count[2] <= ~count[2];
  always @ ( negedge count[2] )
    		count[3] <= ~count[3];
endmodule
module yellowCounter
(
  input clk,
 	output [1:0] count
);
  wire clk;
  reg[1:0] count;
  initial
    	count = 0;
  always @ ( negedge clk )
    		count[0] <= ~count[0];
  always @ ( negedge count[0] )
    		count[1] <= ~count[1];
endmodule
==> design/flow/run.sh <==
#!/bin/bash
# OpenROAD 26Q1-2900-gdf79404cd8, Yosys 0.63+post, stock flow scripts
make -C /OpenROAD-flow-scripts/flow DESIGN_CONFIG=/design/flow/config.mk WORK_HOME=/design/flow/orfs finish
==> design/flow/config.mk <==
export PLATFORM = sky130hd
export DESIGN_NAME = nsCounter
export DESIGN_NICKNAME = nsCounter
export VERILOG_FILES = /design/flow/design.v
export SDC_FILE = /design/flow/constraint.sdc
export NUM_CORES = 4
export LEC_CHECK = 1
export CORE_AREA = 10 10 70 70
export DIE_AREA = 0 0 80 80
==> design/flow/constraint.sdc <==
current_design nsCounter

set clk_period 1.0
set clk_io_pct 0.2

create_clock -name clk0 -period $clk_period [get_ports {clk}]

set non_clock_inputs [all_inputs -no_clocks]
set_input_delay [expr $clk_period * $clk_io_pct] -clock clk0 $non_clock_inputs
set_output_delay [expr $clk_period * $clk_io_pct] -clock clk0 [all_outputs]
==> results.sh <==
# flow metrics
export IMPL_hp_start="count[0]$_DFF_N_"
export IMPL_top_regs="count: 5 flops"
export IMPL_max_cap_violations=0
export IMPL_worst_ir_drop_vdd_mv=0.05877
export IMPL_area_leaders="dfxtp_1 82%, inv_1 18%"
export IMPL_setup_viol=1
export IMPL_logic_gates=0
export IMPL_grt_max_degree=3
export IMPL_grt_first_pass_wirelength_um=331
export IMPL_startpoint="count[0]$_DFF_N_"
export IMPL_leakage_nw=0.06624
export IMPL_worst_pin_slew_ns=0.08008
export IMPL_grt_pass1_vias=72
export IMPL_p_per_area_mw_per_mm2=239.8
export IMPL_p_seq_frac=0.742
export IMPL_num_io_pins=6
export IMPL_largest_register_ffs=5
export IMPL_maxSlewHeadroom=0.9465
export IMPL_place_gp_congestion=0.6999
export IMPL_crit_family="flip-flops"
export IMPL_insertion_delay_ns=0.03
export IMPL_flop_cell="dfxtp_1"
export IMPL_slowest_delay_ns=0.30
export IMPL_fp_util=0.03590
export IMPL_synth_top_cell_by_count="inv_1"
export IMPL_common_cells="6 x inv_1, 5 x dfxtp_1"
export IMPL_clkSlewWorstSetupHoldPaths_ns=0.03
export IMPL_coreArea_mm2=0.003416
export IMPL_crit_arrival_ns=0.94
export IMPL_worstPathCellList="buf_2"
export IMPL_violations="setup timing"
export IMPL_clock_skew_ns=0
export IMPL_outcome="finished, violations left"
export IMPL_rr_worst_depth=1
export IMPL_pre_cts_ws_ns=-0.4838
export IMPL_end_kind="output pin"
export IMPL_crit_required_ns=0.80
export IMPL_reg2reg_from="count[0]$_DFF_N_"
export IMPL_hold_viol_final=0
export IMPL_p_sw_frac=0.1390
export IMPL_post_route_cell_area_um2=226.5
export IMPL_grt_util_all_layers=0.006256
export IMPL_crit_cells=1
export IMPL_synth_top_area_share=0.8163
export IMPL_crit_type="flip-flop to output pin"
export IMPL_path_buffers=1
export IMPL_synth_warnings=1
export IMPL_cp_start_kind="flip-flop"
export IMPL_p_sw_w=0.000007548
export IMPL_p_clk_frac=0.258
export IMPL_die_area_mm2=0.006400
export IMPL_viasPerCell=1.242
export IMPL_dr_pass1_iters=1
export IMPL_crit_end="count[0]"
export IMPL_setup_tns_ns=-0.1369
export IMPL_yosysCellCount=11
export IMPL_warnings=31
export IMPL_synth_area_yosys_um2=122.6
export IMPL_unclocked_regs=4
export IMPL_avgSynthCellArea_um2=11.15
export IMPL_drcViolationCount=0
export IMPL_setup_ws_ns=-0.1369
export IMPL_grt_overflow=0
export IMPL_regToRegSetupSlack_ns=0.54
export IMPL_antenna_found_initial=0
export IMPL_slowest_stage="dfxtp_2"
export IMPL_diodes=0
export IMPL_drive_above_1_share=0.1250
export IMPL_wl_per_cell_um=3.774
export IMPL_drt_initial_drc_count=0
export IMPL_syn_cell_area_um2=122.6
export IMPL_num_vias=77
export IMPL_final_max_slew_viol_count=0
export IMPL_place_area_um2=230.2
export IMPL_reg2reg_to="count[0]$_DFF_N_"
export IMPL_postCtsHoldBufs=0
export IMPL_untimed_endpoints=8
export IMPL_ys_ff=5
export IMPL_total_power_w=0.00005431
export IMPL_portBuffers=5
export IMPL_synth_cell_type_count=2
export IMPL_drt_antenna_violating_nets=0
export IMPL_yosysTopAreaCell="dfxtp_1"
export IMPL_rsz0062_at_grt="yes"
export IMPL_ys_seq_share=0.8163
export IMPL_edf_count=0
export IMPL_num_rows=21
export IMPL_fin_util=0.06630
export IMPL_layout_area_overhead_vs_synth_pct=84.69
export IMPL_syn_inst=11
export IMPL_dp_hpwl_um=216.6
export IMPL_crit_fanout=2
export IMPL_regMostFlops="count"
export IMPL_internal_power_w=0.00004676
export IMPL_routed_wl_um=234
export IMPL_async_flop_share=0
export IMPL_hold_class="flip-flop to flip-flop"
export IMPL_fp_dieW_um=80
export IMPL_combGateArea_um2=0
export IMPL_p_comb_frac=0
export IMPL_chipHeight_um=80
==> power groups by stage <==
stage	logic, W	registers (W)	clock network [W]
4_1_cts	0.0000000000201	0.0000407	0.0000125
5_1_grt	0.0000000000201	0.0000402	0.0000172
6_report	0.0000000000201	0.0000403	0.0000140
==> cell families after synthesis <==
logic type	after synthesis	share of synthesized area
buffers and inverters	6	0.1837
DFF	5	0.8164
==> what timing repair did <==
action                                  CTS  global route
cloned                                    0             0
endpoints found under the setup margin    1             1
resized                                   4             0
setup buffers                             0             0
==> final cells by class <==
| cell class | count | area (µm²) |
|---|---|---|
| clock inverters | 1 | 3.754 |
| fillers | 407 | 3189 |
| inverters | 5 | 18.77 |
| flip-flops and latches | 5 | 101.3 |
| well taps | 46 | 57.56 |
| repair buffers | 5 | 45.04 |
==> metal layers <==
layer | GRT usage | vias to the layer above | wire length, µm
met3 | 0.002273 | 2 | 41
met5 | 0 | - | 0
met2 | 0.008828 | 7 | 66
met1 | 0.005992 | 31 | 91
li1 | - | 37 | -
met4 | 0.008803 | 0 | 34
==> layout by cell type (no fill, tap or decap) <==
cell type and count:
dfxtp_2 1, buf_2 1, dfxtp_1 4, inv_1 6, clkdlybuf4s50_1 4
==> how the worst min path moves through the flow <==
stage	end	cells after the start
finish	count[0]$_DFF_N_	1
global route	count[0]$_DFF_N_	1
CTS	count[0]$_DFF_N_	1
==> per-stage QoR <==
| step | std cells | hold slack [ns] |
|---|---|---|
| after floorplan | 11 | 0.3523 |
| after global placement | 62 | 0.3828 |
| after detailed placement | 62 | 0.3836 |
| after CTS | 62 | 0.3862 |
| after global routing | 62 | 0.4168 |
| final | 62 | 0.3921 |
No activity file was given, so power comes from the tool's default toggle rates.
